===== flow/config.mk =====
export PLATFORM = sky130hd
export DESIGN_NAME = compare_alu
export DESIGN_NICKNAME = compare_alu
export VERILOG_FILES = /design/flow/design.v
export SDC_FILE = /design/flow/constraint.sdc
export NUM_CORES = 4
export LEC_CHECK = 1
export CORE_UTILIZATION = 30

===== flow/constraint.sdc =====
current_design compare_alu

set clk_period 17.9
set clk_io_pct 0.2

create_clock -name clk0 -period $clk_period

set non_clock_inputs [all_inputs -no_clocks]
set_input_delay [expr $clk_period * $clk_io_pct] -clock clk0 $non_clock_inputs
set_output_delay [expr $clk_period * $clk_io_pct] -clock clk0 [all_outputs]

===== flow/design.v =====
module	compare_alu(
	input logic	[31:0]	operand_insa_i,
	input logic [31:0]	operand_insb_i,
	input logic 		uns_i,
	output logic 		result_ins_o,
	output logic 		equal_o
);
logic	M_tmp1,M_tmp2,M_tmp3,M_tmp4,M_tmp5,M_tmp6,M_tmp7,M_tmp8,M_tmp9;
logic	L_tmp1,L_tmp2,L_tmp3,L_tmp4,L_tmp5,L_tmp6,L_tmp7,L_tmp8,L_tmp9;
logic	E_tmp1,E_tmp2,E_tmp3,E_tmp4,E_tmp5,E_tmp6,E_tmp7,E_tmp8,E_tmp9;
logic	[3:0] ap1,ap2,ap3,ap4,ap5,ap6,ap7,ap8;
logic	[3:0] bp1,bp2,bp3,bp4,bp5,bp6,bp7,bp8;
logic  	[7:0] L_temp,M_temp,E_temp;
logic	[3:0] L_pe,M_pe;
logic         equal_tmp,result_tmp;
logic 	[31:0]operand1_tmp;
logic	[31:0]operand2_tmp;
assign 	operand1_tmp = (uns_i==1'b0 && operand_insa_i[31]==1'b1)?(~operand_insa_i + 1):operand_insa_i;
assign  operand2_tmp = (uns_i==1'b0 && operand_insa_i[31]==1'b1)?(~operand_insb_i + 1):operand_insb_i;
assign ap1 =  operand1_tmp[31:28];
assign bp1 =  operand2_tmp[31:28];
assign ap2 =  operand1_tmp[27:24];
assign bp2 =  operand2_tmp[27:24];
assign ap3 =  operand1_tmp[23:20];
assign bp3 =  operand2_tmp[23:20];
assign ap4 =  operand1_tmp[19:16];
assign bp4 =  operand2_tmp[19:16];  
assign ap5 =  operand1_tmp[15:12];
assign bp5 =  operand2_tmp[15:12];
assign ap6 =  operand1_tmp[11:8];
assign bp6 =  operand2_tmp[11:8];
assign ap7 =  operand1_tmp[7:4];
assign bp7 =  operand2_tmp[7:4];
assign ap8 =  operand1_tmp[3:0];
assign bp8 =  operand2_tmp[3:0];
compare_ins com1(
	.A_i(ap1),
	.B_i(bp1),
	.less_o(L_tmp1),
	.more_o(M_tmp1),
	.equal_o(E_tmp1)	
);
compare_ins com2(
	.A_i(ap2),
	.B_i(bp2),
	.less_o(L_tmp2),
	.more_o(M_tmp2),
	.equal_o(E_tmp2)	
);
compare_ins com3(
	.A_i(ap3),
	.B_i(bp3),
	.less_o(L_tmp3),
	.more_o(M_tmp3),
	.equal_o(E_tmp3)	
);
compare_ins com4(
	.A_i(ap4),
	.B_i(bp4),
	.less_o(L_tmp4),
	.more_o(M_tmp4),
	.equal_o(E_tmp4)	
);
compare_ins com5(
	.A_i(ap5),
	.B_i(bp5),
	.less_o(L_tmp5),
	.more_o(M_tmp5),
	.equal_o(E_tmp5)		
);
compare_ins com6(
	.A_i(ap6),
	.B_i(bp6),
	.less_o(L_tmp6),
	.more_o(M_tmp6),
	.equal_o(E_tmp6)		
);
compare_ins com7(
	.A_i(ap7),
	.B_i(bp7),
	.less_o(L_tmp7),
	.more_o(M_tmp7)	,
	.equal_o(E_tmp7)	
);
compare_ins com8(
	.A_i(ap8),
	.B_i(bp8),
	.less_o(L_tmp8),
	.more_o(M_tmp8),
	.equal_o(E_tmp8)		
);
assign M_temp 		= {M_tmp1,M_tmp2,M_tmp3,M_tmp4,M_tmp5,M_tmp6,M_tmp7,M_tmp8};
assign L_temp 		= {L_tmp1,L_tmp2,L_tmp3,L_tmp4,L_tmp5,L_tmp6,L_tmp7,L_tmp8};
assign E_temp 		= {E_tmp1,E_tmp2,E_tmp3,E_tmp4,E_tmp5,E_tmp6,E_tmp7,E_tmp8}; 
pe_8_3 decoder1(
	.W( L_temp),
	.X( L_pe)
);
pe_8_3 decoder2(
	.W( M_temp),
	.X( M_pe)
);
compare_ins com9(
	.A_i(M_pe),
	.B_i(L_pe),
	.less_o(L_tmp9),
	.more_o(M_tmp9),
	.equal_o(E_tmp9)
);
assign equal_tmp = (&(E_temp)| E_tmp9) & 0;
assign equal_o = (operand_insa_i == operand_insb_i)?1'b1|equal_tmp:1'b0|equal_tmp;
always_comb begin : procx_mux
	if(L_tmp9 == 1'b0 && M_tmp9 == 1'b1)begin
		result_tmp = 1'b0;
		end 
	else if(L_tmp9 == 1'b1 && M_tmp9==1'b0)begin
		result_tmp =1'b1;
		end
	 else begin
		result_tmp =1'bx;
	 	end
end       
assign result_ins_o = (!uns_i & operand_insa_i[31] & !operand_insb_i[31])?1'b1:(!uns_i & !operand_insa_i[31] & operand_insb_i[31])?0:(!uns_i & operand_insa_i[31] & operand_insb_i[31])?(~result_tmp):result_tmp;
endmodule : compare_alu
module compare_ins(
	input logic [3:0]	A_i,
	input logic [3:0]	B_i,
	output logic 		less_o,
	output logic 		more_o,
	output logic 		equal_o
);
logic	[3:0]	x_tmp;
logic			equal_tmp;
logic 			more_tmp;
logic 			less_tmp;
assign x_tmp[3]=~(A_i[3]^B_i[3]);
assign x_tmp[2]=~(A_i[2]^B_i[2]);
assign x_tmp[1]=~(A_i[1]^B_i[1]);
assign x_tmp[0]=~(A_i[0]^B_i[0]);
assign	equal_tmp = (x_tmp[3] & x_tmp[2] & x_tmp[1] & x_tmp[0]);
assign  more_tmp = ((A_i[3]&(~B_i[3]))|(x_tmp[3]&A_i[2]&(~B_i[2]))|(x_tmp[3]&x_tmp[2]&A_i[1]&(~B_i[1]))|(x_tmp[3]&x_tmp[2]&x_tmp[1]&A_i[0]&(~B_i[0])));
assign  less_tmp	 =	~((equal_tmp) | (more_tmp));
assign 	less_o = less_tmp;
assign  more_o = more_tmp;
assign 	equal_o = equal_tmp;
endmodule : compare_ins
module pe_8_3(
	input logic		[7:0]W,
	output logic 	[3:0]X
);
 always_comb begin : prox_encoder
		if     (W[7]==1) X = 4'b1110;
		else if(W[6]==1) X = 4'b1100;
		else if(W[5]==1) X = 4'b1010;
		else if(W[4]==1) X = 4'b1000;
		else if(W[3]==1) X = 4'b0110;
		else if(W[2]==1) X = 4'b0100;
		else if(W[1]==1) X = 4'b0010;
		else if(W[0]==1) X = 4'b0001;
		else X = 4'b0000;
	end
endmodule : pe_8_3

===== flow/run.sh =====
#!/bin/bash
# OpenROAD 26Q1-2900-gdf79404cd8, Yosys 0.63+post, stock flow scripts
make -C /OpenROAD-flow-scripts/flow DESIGN_CONFIG=/design/flow/config.mk WORK_HOME=/design/flow/orfs finish

==> results.json <==
{
  "status": "finished, final reports clean",
  "startpoint_type": "input port",
  "syn_area_per_cell_um2": 6.97,
  "grt_pass1_wl_um": 17900,
  "relSlewSlack_pct": 40.0,
  "wl_um": 11400,
  "grt_max_degree": 60,
  "worstMarginPinSlew_ns": 0.893,
  "crit_chain": "clkdlybuf4s50_1, nor4_4, and2_0, nand2_1, o21ai_0, xnor2_1, ha_1, inv_1, a211o_1, and4b_1, a21o_1, or3_1, a32oi_1, o211ai_1, o2111ai_1, a21oi_1, nor4_2, clkdlybuf4s50_1",
  "flops": 0,
  "cp-startpoint": "operand_insa_i[3]",
  "cp-end-kind": "output pin",
  "row_count": 38,
  "syn_to_final_growth_pct": 21.4,
  "hold_viol": 0,
  "yosys-stat-area_um2": 3340,
  "ys_seq_share_pct": 0,
  "path_max_fanout": 9,
  "hold_slack_ns": 8.40,
  "cts_setup_buffers": 0,
  "critical_path_required_ns": 14.32,
  "fp.dieW_um": 108,
  "cpPeakStageDelay_ns": 0.61,
  "fin_crit_ns": 12.42,
  "yosysWarnings": 2,
  "ys_cells": 480,
  "port_buffers": 67,
  "finalSetupTns_ns": 0,
  "antenna_found_initial": 0,
  "cts-resized-gates": 0,
  "fp.dieArea_um2": 11600,
  "drtIter0Drc": 307,
  "grt_remaining_overflow": 0,
  "min_from": "operand_insb_i[22]",
  "ys_types": 83,
  "syn_area_um2": 3340,
  "rsz0062_at_grt": "false",
  "track_usage_pct": 19.8,
  "log.warning_count": 32,
  "clock_buffers": 0,
  "grt_pass1_vias": 3438,
  "powerDensity_nw_per_um2": 28.7,
  "drive_gt1_share_pct": 7.88,
  "cp.arrival_ns": 8.84,
  "postSynthCellCount": 480,
  "finalMaxSlewViolations": 0,
  "fp.coreArea_um2": 10800,
  "fp_util_pct": 30.9,
  "maxCapViolations": 0,
  "critPathKind": "in -> out",
  "groute.layer.met2.usage_pct": 31.7,
  "worstPathBufferInverterCount": 3,
  "ir_worst_vdd_uv": 13.4,
  "fp.dieH_um": 108,
  "viasPerCell": 5.89,
  "fmax_mhz": 80.5,
  "hold_buffers": 0,
  "antennaDiodeCount": 0,
  "use_met1_pct": 29.5,
  "place_hpwl_um": 9160,
  "crit_family": "simple AND/OR/NAND/NOR gates",
  "hold_class": "in -> out",
  "power_leakage_uw": 0.00130,
  "flop_area_um2": 0,
  "drcViolationCount": 0,
  "grt_busiest_layer": "met2",
  "gp_congestion": 0.957,
  "detail-route-antenna-nets": 0,
  "first_pass_iters": 5,
  "setup_viol": 0,
  "grt_use_met3_pct": 1.85,
  "min_period_over_period_pct": 69.4,
  "crit_path_top_delay_cell": "nor4_4",
  "wl_per_cell_um": 17.3,
  "cpMostUsedCell": "clkdlybuf4s50_1",
  "vias": 3890,
  "ios": 67
}
==> final timing paths <==
check,end,slack [ns],cells after the start
hold / removal,equal_o,8.40,5
setup / recovery,result_ins_o,5.48,18
==> metrics by stage <==
step / worst slack (ns) / util, % / cells / power [uW] / instance area, um2
floorplan: 7.24 / - / 480 / 75.4 / 3340
global placement: 5.50 / 37.4 / 660 / 114 / 4060
detailed placement: 5.54 / 37.4 / 660 / 115 / 4060
CTS: 5.53 / 37.4 / 660 / 116 / 4060
global route: 5.20 / 37.4 / 660 / 127 / 4060
finish: 5.48 / 37.4 / 660 / 116 / 4060
==> kinds of logic after synthesis <==
family | count (synthesis) | share of synthesized area, %
AOI/OAI and AO/OA | 137 | 29.9
adders and majority gates | 12 | 4.41
muxes | 1 | 0.299
and+or+nand+nor | 198 | 35.7
buffers and inverters | 44 | 6.70
xor gates and xnor gates | 88 | 23.0
==> cells in the mapped netlist, drive strengths merged, types with 7 or more instances <==
cell type | number | area, um2
nor2 | 38 | 145
or4 | 9 | 83.8
o31ai | 14 | 105
nand2b | 7 | 43.8
nor3 | 16 | 80.1
nand2 | 39 | 151
buf | 7 | 55.1
ha | 11 | 138
inv | 13 | 48.8
nand3 | 8 | 40.0
nand4 | 10 | 75.1
o211ai | 9 | 72.6
xnor2 | 42 | 368
nor4 | 24 | 223
xor2 | 46 | 403
o21ai | 24 | 120
nand4b | 7 | 67.6
clkbuf | 24 | 120
a21oi | 15 | 75.1
or3 | 11 | 71.3
a31oi | 18 | 113
==> cell type report <==
cell class	count	area, um2
multi-input cells	436	3130
inverters	13	48.8
fillers	1122	6780
repair buffers	71	701
well taps	140	175
==> cells in the final DEF (no fill, tap or decap), drive strengths merged, types with 3 or more instances in the layout <==
cell type	instances
o31ai	14
a2bb2oi	4
or4	9
ha	11
or3	11
a41oi	3
nand4b	7
o31a	3
or2	4
a31oi	18
nor4	24
a21o	3
nand2b	7
a21oi	15
clkdlybuf4s50	67
xnor2	42
nand4	10
nor2	38
o21a	3
nand2	39
o211ai	9
a21boi	3
buf	4
and3	3
xor2	46
nand3	8
a211o	4
nor3b	3
inv	13
o41ai	6
o21ai	24
nor2b	4
a211oi	5
nor3	16
a32oi	4
and2	6
==> power breakdown <==
group,switching (uW),internal [uW],leakage (uW)
logic,64.1,52.3,0.00130
clock network,0,0,0
registers,0,0,0
total,64.1,52.3,0.00130
==> routing by layer <==
| layer | wire length [um] | share of wire (%) |
|---|---|---|
| met1 | 5420 | 47 |
| met2 | 5050 | 44 |
| met3 | 817 | 7.2 |
| met4 | 138 | 1.2 |
| met5 | 0 | 0 |
Power is estimated from default activity; no workload was simulated.
