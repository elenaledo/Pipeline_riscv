## ./config.mk

```make
export PLATFORM = sky130hd
export DESIGN_NAME = forwarding_control_logic
export DESIGN_NICKNAME = forwarding_control_logic
export VERILOG_FILES = /design/flow/design.v
export SDC_FILE = /design/flow/constraint.sdc
export NUM_CORES = 4
export LEC_CHECK = 1
export CORE_AREA = 10 10 94 94
export DIE_AREA = 0 0 104 104
```

## ./constraint.sdc

```tcl
current_design forwarding_control_logic

set clk_period 6.8
set clk_io_pct 0.2

create_clock -name clk0 -period $clk_period

set non_clock_inputs [all_inputs -no_clocks]
set_input_delay [expr $clk_period * $clk_io_pct] -clock clk0 $non_clock_inputs
set_output_delay [expr $clk_period * $clk_io_pct] -clock clk0 [all_outputs]
```

## ./run.sh

```bash
#!/bin/bash
# OpenROAD 26Q1-2900-gdf79404cd8, Yosys 0.63+post, stock flow scripts
make -C /OpenROAD-flow-scripts/flow DESIGN_CONFIG=/design/flow/config.mk WORK_HOME=/design/flow/orfs finish
```

## ./design.v

```verilog
module forwarding_control_logic(
	input logic	[31:0]	instD_com_i,
	input logic [31:0]	instX_com_i,
	input logic [31:0]	instM_com_i,
	input logic [31:0]  instW_com_i,
	output logic [3:0]		forward_sel_o,
	output logic [1:0]			forward_forstore_o
);
logic [4:0]	rd_M_com,rd_X_com,rd_W_com;
logic [4:0]	rs1_D_com,rs2_D_com,rs2_X_com;
logic [6:0] opcode_D;
assign rd_M_com = (instM_com_i[6:0]==7'b1100011 || instM_com_i[6:0]==7'b0100011)?0:instM_com_i[11:7]; 
assign rd_X_com = (instX_com_i[6:0]==7'b1100011 || instX_com_i[6:0]==7'b0100011)?0:instX_com_i[11:7];
assign rd_W_com = (instW_com_i[6:0]==7'b1100011 || instW_com_i[6:0]==7'b0100011)?0:instW_com_i[11:7];
assign rs2_X_com= instX_com_i[24:20]; 
assign opcode_D 	  = instD_com_i[6:0]; 
assign rs1_D_com	  = (opcode_D == 7'b0110111 || opcode_D == 7'b0010111 || opcode_D == 7'b1101111)?0:instD_com_i[19:15];
assign rs2_D_com	  = (opcode_D == 7'b0110011 || opcode_D == 7'b1100011)?instD_com_i[24:20]:0; 
 logic [59:0]unused;
 assign unused = {instM_com_i[31:12],instX_com_i[31:25],instX_com_i[19:12],instW_com_i[31:7]};
always_comb begin
	if		((rd_X_com == 0  && rd_M_com == 0))  forward_sel_o = 4'd0;
	else if (instD_com_i==0) forward_sel_o = 4'd0;
	else begin
		if		(rs1_D_com == rd_X_com && rs2_D_com == rd_X_com && rs2_D_com != 0 && rs1_D_com != 0) forward_sel_o = 4'd1; 
		else if	(rs1_D_com == rd_M_com && rs2_D_com == rd_M_com && rs2_D_com != 0 && rs1_D_com != 0 ) forward_sel_o = 4'd2; 
		else if (rs1_D_com == rd_M_com && rs2_D_com == rd_X_com && rs2_D_com != 0 && rs1_D_com != 0) forward_sel_o = 4'd9; 
		else if (rs1_D_com == rd_X_com && rs2_D_com == rd_M_com && rs2_D_com != 0 && rs1_D_com != 0) forward_sel_o = 4'd10; 
		else if	((rs1_D_com == rd_X_com  && rs1_D_com != 0) && (rs2_D_com == 0 || rs2_D_com != rd_X_com || rs2_D_com != rd_M_com)) forward_sel_o = 4'd3; 
		else if	((rs1_D_com != rd_M_com || rs1_D_com != rd_X_com) && (rs2_D_com == rd_X_com && rs2_D_com != 0)) forward_sel_o = 4'd4; 
		else if	((rs1_D_com != rd_M_com || rs1_D_com != rd_X_com) && (rs2_D_com == rd_M_com && rs2_D_com != 0)) forward_sel_o = 4'd8; 
		else if	((rs1_D_com == rd_M_com  && rs1_D_com != 0) && (rs2_D_com == 0 || rs2_D_com != rd_X_com ||  rs2_D_com != rd_M_com )) forward_sel_o = 4'd5; 
		else forward_sel_o = 4'd0;
	end
end
always_comb begin
	if((rd_M_com == rs2_X_com ) && instX_com_i[6:0]==7'b0100011 && rd_M_com != 0) 		forward_forstore_o = 2'd1; 
	else if (rd_W_com == rs2_X_com  && instX_com_i[6:0]==7'b0100011 && rd_W_com != 0)  	forward_forstore_o = 2'd2;
	else forward_forstore_o = 2'd0;
end
endmodule : forwarding_control_logic
```

==> metrics.cfg <==
[setup_path]
startpoint_type = primary input
crit_type = primary input to output port
crit_arrival_ns = 4.20
end_kind = output port
required_ns = 5.44
crit_path_top_delay_cell = clkdlybuf4s50_1
crit_family = simple AND/OR/NAND/NOR gates
slowest_delay_ns = 0.53
crit_chain = clkdlybuf4s50_1 > and4b_1 > o2111a_1 > nor3_1 > or4b_1 > a211oi_2 > and3b_1 > a2bb2oi_1 > clkdlybuf4s50_1
crit_buf_inv = 2
crit_fanout = 6
crit_top_cell = clkdlybuf4s50_1

[status]
status = finished clean

[synth]
yosys.cell_types.count = 46
fa_ha_area_frac = 0
yosys_area_um2 = 945
syn_avg_cell_area_um2 = 6.80
ys_sh_simple = 0.426
yosys-stat-cells = 139
syn_area_um2 = 945
xor_share = 0.139
synth_warnings = 1
syn_inst = 139
ys_sh_mux = 0
ys_seq_frac = 0
synthAoiAreaFrac = 0.389
netlist_logic_family_top = simple AND/OR/NAND/NOR gates

[floorplan]
dieArea_mm2 = 0.0108
row_count = 30
die_h_um = 104
initial_core_util = 0.138
top_level_ports = 134
die_width_um = 104
core-area_mm2 = 0.00683

[routing]
drc = 0
insertedDiodeCount = 0
num_vias = 1316
vias_per_cell = 4.51
ant_nets = 0
drt-pass1-iter-count = 4
drt_iter0_markers = 46
post_drt_wl_per_cell_um = 13.3
wirelength_mm = 3.88

[sta]
tns_ns = 0
slew_viol_final = 0
hold_violations = 0
min_period_ns = 5.56
finalHoldWorstSlack_ns = 3.67
tightestPinTransition_ns = 0.555
setup_viol = 0
max_freq_mhz = 180
relSlewSlack = 0.625
timing.final.crit_share = 0.818
rsz0062_at_grt = no

[global_routing]
grt_pass1_wl_mm = 6.14
globalRouteOverflowTotal = 0
use_met3 = 0.0269
met2_usage = 0.0991
grtUsageMet1 = 0.0920
track_usage = 0.0666
antenna_found_initial = 0
grt_pass1_vias = 1216
grt.busiest_layer = met2
grt_max_degree = 11

[layout]
drive_above_1_share = 0.0255
seqCellArea_um2 = 0
areaGrowthSynthToFinish_pct = 76.3
fill_cells = 761
design.seq.count = 0
clock_buffers = 0

[pwr]
power_uw = 79.2
vdd_drop_max_v = 0.0000132
power.density_mw_per_mm2 = 47.6
leakage_nw = 0.540

[placed_design]
post-dp-hpwl_mm = 3.40
gp_congestion = 0.848
port_buffers = 62

[clock_tree]
hold_buffers = 0
post_cts_buffers = 0
ctsResizeCount = 0

[worst_hold_path]
hp-class = primary input to output port

[job]
warnings = 104
maxCapViolations = 0

-- power breakdown --
group / internal [mW] / switching, mW / total [mW]
sequential: 0 / 0 / 0
clock: 0 / 0 / 0
combinational: 0.0472 / 0.0320 / 0.0792
-- per-stage QoR --
stage / instance area, um2 / instances / util / setup slack, ns
after detailed placement: 1670 / 292 / 0.244 / 1.22
after CTS: 1670 / 292 / 0.244 / 1.21
after floorplan: 945 / 139 / - / 2.46
after global routing: 1670 / 292 / 0.244 / 0.978
after global placement: 1670 / 292 / 0.244 / 1.24
final: 1670 / 292 / 0.244 / 1.24
-- final timing paths --
check / end / slack (ns) / depth (start not counted) / startpoint
hold / removal: forward_forstore_o[0] / 3.67 / 3 / instX_com_i[6]
setup / recovery: forward_sel_o[0] / 1.24 / 9 / instD_com_i[6]
-- synthesized netlist by cell type, drive strengths merged (3+ instances only) --
cell type,instances,area (um2)
nor4b,3,32.5
nand3,4,20.0
nand2,10,37.5
nor4bb,3,30.0
xor2,8,70.1
nor3,3,15.0
or2,3,18.8
nor4,6,37.5
nor3b,3,27.5
inv,6,22.5
nand3b,3,22.5
nor2,8,30.0
a21oi,11,55.1
clkbuf,4,15.0
xnor2,7,61.3
o221ai,4,35.0
a31oi,7,43.8
nand4,3,18.8
and3,3,18.8
o21ai,11,55.1
-- cell families (layout without fill, tap and decap cells) --
kind of cell / count (synthesis) / count (layout)
compound gates: 52 / 52
xor+xnor: 15 / 15
buf+inv: 11 / 68
simple gates: 61 / 61
-- layout make-up --
| cell class | count | area, um2 | share of cell area |
|---|---|---|---|
| multi-input combinational | 128 | 902 | 0.542 |
| timing repair buffer | 62 | 621 | 0.373 |
| tap | 96 | 120 | 0.0721 |
| inverter | 6 | 22.5 | 0.0135 |
-- per-layer routing --
layer	routed length [um]	share of wire
met5	0	0
met1	1840	0.47
met3	405	0.10
met2	1610	0.41
met4	23	0.0059
-- cells in the final DEF (no fill, tap or decap), types with 3 or more instances in the layout --
cell | synthesis | layout
inv_1 | 6 | 6
nand4_1 | 3 | 3
nand2_1 | 10 | 10
clkdlybuf4s50_1 | 0 | 62
a21oi_1 | 11 | 11
nor2_1 | 8 | 8
o221ai_1 | 4 | 4
nor4bb_1 | 3 | 3
xor2_1 | 8 | 8
a31oi_1 | 7 | 7
nor4_1 | 6 | 6
nor3_1 | 3 | 3
nand3_1 | 4 | 4
o21ai_0 | 9 | 9
nand3b_1 | 3 | 3
xnor2_1 | 7 | 7
and3_1 | 3 | 3
Power is estimated from default activity; no workload was simulated.
