--- ./run.sh ---
#!/bin/bash
# OpenROAD 26Q1-2900-gdf79404cd8, Yosys 0.63+post, stock flow scripts
make -C /OpenROAD-flow-scripts/flow DESIGN_CONFIG=/design/flow/config.mk WORK_HOME=/design/flow/orfs finish
--- ./config.mk ---
export PLATFORM = sky130hd
export DESIGN_NAME = alu
export DESIGN_NICKNAME = alu
export VERILOG_FILES = /design/flow/design.v
export SDC_FILE = /design/flow/constraint.sdc
export NUM_CORES = 4
export LEC_CHECK = 1
export CORE_UTILIZATION = 50
--- ./constraint.sdc ---
current_design alu

set clk_period 17.9
set clk_io_pct 0.2

create_clock -name clk0 -period $clk_period

set non_clock_inputs [all_inputs -no_clocks]
set_input_delay [expr $clk_period * $clk_io_pct] -clock clk0 $non_clock_inputs
set_output_delay [expr $clk_period * $clk_io_pct] -clock clk0 [all_outputs]
--- ./design.v ---
	 module alu
(
	input logic	[31:0]	operand_a_i,
	input logic	[31:0]	operand_b_i,
	input logic [3:0]	alu_op_i,
	output logic [31:0]	result_alu_o
);
logic [31:0]	or_result_tmp;
logic [31:0]	and_result_tmp;
logic [31:0]	xor_result_tmp;
logic [31:0]	sll_result_tmp;
logic [31:0]	srl_result_tmp;
logic [31:0]	sra_result_tmp;
logic [35:0]	sra_tmp1 = 36'h7ffffffff;
logic [31:0]	sra_tmp2,sra_tmp3;
logic			result_compare_tmp,result_compare_tmp_uns;
logic 			equal_tmp;
assign 	and_result_tmp[31:0]	= (operand_b_i[31:0]) & (operand_a_i[31:0]);
assign 	or_result_tmp[31:0]		= (operand_b_i[31:0]) | (operand_a_i[31:0]);
assign 	xor_result_tmp[31:0]	= (operand_b_i[31:0]) ^ (operand_a_i[31:0]);
assign 	sll_result_tmp[31:0]	=  (operand_a_i << operand_b_i);
assign 	srl_result_tmp[31:0]	=  (operand_a_i >> operand_b_i);
assign 	sra_tmp2				= 	(sra_tmp1[31:0] >> operand_b_i);
assign  sra_tmp3				= ~(sra_tmp2);
assign 	sra_result_tmp[31:0]	=  (operand_a_i[31] == 1'b0) ? (srl_result_tmp):(	sra_tmp3 | srl_result_tmp);  
brcomp2 compare(
	.operand_a_i(operand_a_i),
	.operand_b_i(operand_b_i),
	.br_less(result_compare_tmp),
	.br_equal(equal_tmp),
	.br_unsigned(1'b0)
);
brcomp2 compare_uns(
	.operand_a_i(operand_a_i),
	.operand_b_i(operand_b_i),
	.br_less(result_compare_tmp_uns),
	.br_equal(equal_tmp),
	.br_unsigned(1'b1)
);
typedef enum logic[3:0] {
	A_ADD=4'h0,
	A_SUB=4'h1,
	A_SLT=4'h2,
	A_SLTU=4'h3,
	A_AND=4'h4,
	A_OR=4'h5,
	A_XOR=4'h6,
	A_SLL=4'h7,
	A_SRL=4'h8,
	A_SRA= 4'h9	
} alu_op_e;
logic [3:0] alu_op_tmp;
assign alu_op_tmp = alu_op_i; 
always_comb begin : proc_mux
	case(alu_op_tmp)
	A_ADD:	result_alu_o =	operand_a_i + operand_b_i;
	A_SUB:	result_alu_o =	operand_a_i + (~operand_b_i + 1);
	A_SLT:	result_alu_o = {31'b0,result_compare_tmp} | ({27'b0,~equal_tmp,sra_tmp1[35:32]} & 0);
	A_SLTU:	result_alu_o = {31'b0,result_compare_tmp_uns} | ({27'b0,~equal_tmp,sra_tmp1[35:32]} & 0);
	A_AND:	result_alu_o =	and_result_tmp;
	A_OR:	result_alu_o =	or_result_tmp;
	A_XOR:	result_alu_o =	xor_result_tmp;
	A_SLL:	result_alu_o =	sll_result_tmp;
	A_SRL:	result_alu_o =  srl_result_tmp;
	A_SRA:  result_alu_o =  sra_result_tmp;
	default: result_alu_o = '0 ;
	endcase
end
endmodule : alu
module brcomp2(
	input logic [31:0] operand_a_i,
	input logic [31:0] operand_b_i,
	input logic 		br_unsigned,
	output logic 	br_less,
	output logic 	br_equal
);
logic br_less_tmp;
logic [31:0] operand_b_tmp,operand_a_tmp;
assign operand_b_tmp = (operand_b_i[31] & !br_unsigned)?(~operand_b_i + 1):(operand_b_i);
assign operand_a_tmp = (operand_a_i[31] & !br_unsigned)?(~operand_a_i + 1):(operand_a_i);
always_comb begin : mux1
		if(operand_a_tmp < operand_b_tmp) begin
			br_equal = 0; br_less_tmp = 1;
		end
		else if(operand_a_tmp == operand_b_tmp) begin
			br_equal = 1; br_less_tmp = 0;
		end
		else begin
			br_equal = 0; br_less_tmp = 0;
		end
end
always_comb begin
	if(br_unsigned==1) br_less = br_less_tmp;
	else begin
		br_less =(br_equal==1)?0:(operand_a_i[31] & !operand_b_i[31])?1:(!operand_a_i[31] & operand_b_i[31])?0:(!operand_a_i[31] & !operand_b_i[31])?br_less_tmp:~br_less_tmp;
	end
end
endmodule : brcomp2
==> results_slide.txt <==
Key Metrics from the Run

Floorplanning
  • Die area: 0.0234 mm²
  • Chip Height: 153 µm
  • Fp util: 51.6%
  • Core box area: 0.0221 mm²
  • I/O pin count: 100
  • FP Rows: 54
  • Die width: 153 µm

STA
  • Final Hold Vio Count: 0
  • Setup TNS: 0 ns
  • Fin. max-slew vios: 0
  • Measured slew at the worst slew-check pin: 1.01 ns
  • Max transition margin: 30.7%
  • Fmax: 75.0 MHz
  • Final Critical Period: 13.34 ns
  • RSZ-0062 raised after global routing: no
  • Setup violators final: 0
  • Final worst-path cycle share: 74.5%

Power and ir drop
  • Comb pwr share: 100.0%
  • Switch share: 60.5%
  • PD cells: 30.5 mW/mm²
  • Clock Power Share: 0%
  • Internal: 0.000151 W
  • Reg power frac: 0%
  • Design Power: 0.000382 W
  • Switching power: 0.000231 W
  • VDD IR max: 0.0181 mV
  • Leakage: 5.07 nW

Critical path
  • CP delay by family, top: simple AND/OR/NAND/NOR gates
  • Crit-path max cell delay: 0.79 ns
  • Crit-path most repeated cell: or4_4
  • Crit-path slowest cell: clkdlybuf4s50_1
  • Setup crit end kind: output pin
  • CP Cell Sequence: clkdlybuf4s50_1 > or4_4 > or4_4 > or3_4 > nand2b_4 > or3_4 > or4_4 > o41ai_4 > xnor2_1 > ha_1 > nand4_1 > nor4_1 > nand2_1 > o22ai_1 > a41oi_1 > a21oi_1 > a311oi_1 > o21ai_0 > clkdlybuf4s50_1
  • Worst EP arrival: 9.76 ns
  • Setup Crit Path Kind: primary input to output pin
  • Crit path launch type: primary input
  • CP Buf/Inv Count: 2
  • Critical Path RT: 14.32 ns
  • Crit Path Max Fanout: 16

Synthesis
  • Cell count after synthesis: 1,629
  • Top cells, area: ha_1 (18%), mux4_2 (9.3%), mux2i_1 (7.5%), xnor2_1 (7.3%), a21oi_1 (5.1%)
  • Synth area leader: ha_1
  • Synthesized area per cell: 7.00 µm²
  • Yosys cell types: 71
  • # Cells Yosys: 1,629
  • Register area share after synthesis: 0%
  • Area share, top type: 17.6%
  • Synthesis Warnings: 3
  • Synthesized area: 0.0114 mm²
  • Yosys synthesis chip area: 0.0114 mm²

Clocking
  • Hold Buf Count CTS: 0
  • CTS resizes: 0
  • Setup bufs post-CTS: 0

Placed design
  • Gpl congestion: 1.11
  • IO buf count: 100
  • Final HPWL DP: 41,300 µm

Run
  • Log Warnings: 97
  • Number of max-cap violations: 0

Detailed routing
  • Diodes inserted: 0
  • Residual DRC: 0
  • Via count: 13,500
  • Post-route ant nets: 0
  • 1st-iter DRT viols: 1,644
  • Routed WL: 54,000 µm
  • Via/cell ratio: 7.08
  • Routed len/inst: 28.3 µm
  • Pre-Repair DR Iteration Count: 6

GRT
  • First-pass GRT wire length: 80,600 µm
  • Largest net degree at the start of global routing: 61
  • Via count of the first global-routing pass: 12,500
  • Global route total overflow: 0
  • Overall Global Routing Usage: 46.8%
  • Number of antenna violations at the first check in global routing: 2

Outcome
  • Status: completed

Layout
  • Layout clock buffers: 0
  • Fillers: 2,143
  • Logic area: 0.0105 mm²
  • FF/Latch Area: 0 µm²
  • Share of cells above drive strength 1: 7.63%
  • Flip-flops: 0
  • Synth-to-layout area growth: 9.67%

Hold path
  • Min-Delay Path Class: primary input to output pin
## layout by cell type, fill, tap and decap left out, drive strengths merged, types with 8 or more instances in the layout
master	instances
ha	160
nor2	149
nand2	147
a21oi	117
o21ai	96
xnor2	95
clkdlybuf4s50	93
mux2i	86
inv	84
buf	50
mux4	47
o22ai	44
nand3	38
nor3	38
o31ai	28
nand4	27
a211oi	25
a21o	21
or3	19
nor4	18
a31oi	18
o211ai	18
nand2b	17
a221oi	12
or4	12
and3	11
o21a	11
a22oi	11
nor2b	11
o41ai	11
mux2	10
o21bai	10
a211o	9
a2111oi	9
and2	8
## cell usage after synthesis (11+ instances only)
| cell type | n |
|---|---|
| mux2i_1 | 86 |
| nand3_1 | 38 |
| a31oi_1 | 18 |
| clkbuf_1 | 118 |
| and3_1 | 11 |
| xnor2_1 | 95 |
| mux4_2 | 47 |
| a211oi_1 | 25 |
| nand2_1 | 147 |
| a221oi_1 | 12 |
| nand4_1 | 27 |
| nor4_1 | 18 |
| or3_1 | 17 |
| a22oi_1 | 11 |
| nor2_1 | 149 |
| inv_1 | 84 |
| o31ai_1 | 27 |
| ha_1 | 160 |
| nand2b_1 | 16 |
| buf_1 | 25 |
| a21o_1 | 21 |
| o21a_1 | 11 |
| nor2b_1 | 11 |
| o21ai_0 | 94 |
| o22ai_1 | 44 |
| o211ai_1 | 18 |
| nor3_1 | 38 |
| a21oi_1 | 117 |
## power by group through the flow
stage,combinational (W),sequential (W),clock [W]
CTS,0.000368,0,0
global route,0.000408,0,0
finish,0.000382,0,0
## metrics by stage
stage	std cells	setup WS [ns]	hold WS [ns]	cell area (µm²)	utilization [%]
floorplan	1629	6.40	7.28	11400	-
global placement	1906	4.71	8.32	12500	56.6
detailed placement	1906	4.67	8.32	12500	56.6
CTS	1906	4.63	8.32	12500	56.6
global route	1906	4.29	8.38	12500	56.6
finish	1906	4.56	8.34	12500	56.6
## per-layer routing
metal  GRT usage, %  share of wire [%]
met1           63.7                 39
met2           65.7                 40
met3           19.0                 15
met4           18.6                5.3
met5           2.48               0.17
## final cells by class
type | instances | share of cell area, %
Inverter | 86 | 2.58
Multi-Input combinational cell | 1397 | 84.3
Tap cell | 280 | 2.80
Timing Repair Buffer | 143 | 10.4
## kinds of logic after synthesis
group | count (synthesis) | share of synthesized area [%]
compound gates | 484 | 27.9
xor+xnor | 102 | 7.83
buf+inv | 232 | 7.67
simple gates | 507 | 21.0
mux | 143 | 17.8
fa+ha+maj | 161 | 17.7
## worst paths after layout
| kind | from | to | cells past startpoint |
|---|---|---|---|
| hold / removal | operand_b_i[3] | result_alu_o[24] | 4 |
| setup / recovery | operand_a_i[2] | result_alu_o[0] | 19 |
Power figures rest on the tool's default switching activity, not on a simulated workload.
